`./run.sh`:
```
#!/bin/bash
# OpenROAD 26Q1-2900-gdf79404cd8, Yosys 0.63+post, stock flow scripts
make -C /OpenROAD-flow-scripts/flow DESIGN_CONFIG=/design/flow/config.mk WORK_HOME=/design/flow/orfs finish
```
`./config.mk`:
```
export PLATFORM = sky130hd
export DESIGN_NAME = clock_divider
export DESIGN_NICKNAME = clock_divider
export VERILOG_FILES = /design/flow/design.v
export SDC_FILE = /design/flow/constraint.sdc
export NUM_CORES = 4
export LEC_CHECK = 1
export CORE_UTILIZATION = 50
```
`./constraint.sdc`:
```
current_design clock_divider

set clk_period 9.9
set clk_io_pct 0.2

create_clock -name clk0 -period $clk_period [get_ports {clk}]

set non_clock_inputs [all_inputs -no_clocks]
set_input_delay [expr $clk_period * $clk_io_pct] -clock clk0 $non_clock_inputs
set_output_delay [expr $clk_period * $clk_io_pct] -clock clk0 [all_outputs]
```
`./design.v`:
```
`timescale 1ns / 1ps
module clock_divider (speed_reset_event,speed_down_event,speed_up_event,clk,reset,outclk);
input clk,reset;
output outclk;
reg outclk;
reg [31:0] counter;
reg [31:0] b = 32'd1216;  
input speed_up_event;
input speed_down_event;
input speed_reset_event;
always_ff @(posedge clk) begin
    if (reset) begin 
            outclk<=0;
            counter<=0;
	end
    else if (counter >= b ) begin
            outclk<= ~outclk;
            counter <= 0;
	end
    else counter<= counter+ 1'b1;
end
always_ff @(posedge clk) begin    
    if ( speed_up_event) b <= b - 32'd100;
    else if (speed_down_event) b<= b+32'd100;
    else if (speed_reset_event) b<= 32'd1216;
    else b<= b;
end 
endmodule
```
==> run notes <==
yosys + openroad results -> min Tclk post-route=about 4.3 ns, Top area cell types=edfxtp_1, dfxtp_1, ha_1, # port buffers=5, Max-Cap Viols=0, GR Layer Usage met2=0.346, dominant kind of combinational cell=simple AND/OR/NAND/NOR gates, Post-Synth XOR/XNOR Area=0.0721, CP Class=in2reg, Top-area cell share=0.200, number of global-route vias before repair=between 3000 and 4000, die width=96.8 microns, maximum vdd ir drop=0.0000885 V, remaining antenna violation count after routing=0, Synth Flop Type=dfxtp_1, OpenROAD warning count=27, CTS Buffer Depth=2, most used cell, CP=buf_4, Root Buffer=clkbuf_8, CP Cell Sequence=clkdlybuf4s50_1, buf_4, inv_1, nand2_1, buf_4, nor2_1, a221oi_1, a31oi_1, dominant logic cell types in the final layout=nor2_1, nand2_1, inv_1, ha_1, dfxtp_1, grt ovf=0, yosys cell count=~530, synthesized area=0.00450 sq mm, met3 Use GR=0.0412, Sink Count=between 60 and 70, Core Util, Final=0.546, YS chip area=between 0.004 and 0.005 sq mm, CTS hold repair buffers=0, Die Y=slightly below 100 microns, RSZ-0062 raised after global routing=false, CTS tree=done, grt peak-use layer=met1, Core ar.=0.00872 sq mm, drt first pass iters=5, worst setup margin=approximately 5.6 ns, FA/HA/MAJ Cells, Area Fraction=0.0946, Max Slew Vio Count=0, htree depth=3, die area=~0.0094 sq mm, initial DRC count=approximately 240, total power=between 0.8 and 0.9 mW, simple share=0.238, Inserted Diodes=0, hold violation count in the final report=0, slowest CP cell=clkdlybuf4s50_1, fin crit share=0.437, worst hold path type=reg2reg, Largest stage delay, worst path=about 0.46 ns, initial antenna violation count=0, Setup Total Neg Slack=0 ns, largest net degree at the start of global routing=37, Worst path top cell family by delay=buffers and inverters, share of layout cells above drive strength 1=0.0662, Tightest Pin Transition=0.795 ns, fill cell count=roughly 830, Synth Seq Share=0.347, Syn Area/Cell=about 8.5 sq um, required time of the critical path=between 9 and 10 ns, Cell variety after synth=63, number of synthesized flops with an enable pin=30, Max Fclk=between 0.2 and 0.25 GHz, worst relative slew slack=0.463, synth warn=1, DRC=0, outcome=completed, Cell Pwr Density=around 190 mW/mm^2, FF+latch count, synth=roughly 63, met1 GRT Util=0.389, most used logic cell in the final layout=nor2_1, Top-Level Pins=6, global-route wire length before repair=between 15000 and 20000 microns, Post-synth ARST share=0, GP Congestion=0.887, Buf+Inv Stages, Crit Path=4, # setup viols final=0, startpoint types=input port, largest fanout on the critical path=36, Total Wirelength=10200 microns, fp util=0.515, Routed WL per cell=16.1 microns, # resized after CTS=0, std cell rows=34, Post-CTS Setup Inserts=0, Compound Share, Synth=0.181, CP arrival=around 4.4 ns, clk latency late pin=0.35 ns, CTS buffer count=9, Leak Pwr=between 1.5 and 2 nW, HPWL after DPL=7320 microns, Worst-path clk slew=0.08 ns, CP endpoint kind=flip-flop, total track usage=0.235, Via-to-Cell Ratio=~6.0, area grow syn2layout=5.84%, Mux area share=0.00501, clk_skew=0.0138 ns, Post-Synthesis Cells=530, Setup WS pre-CTS=5.24 ns, Via Count=~3800, area leader, netlist=edfxtp_1
[cell families (layout without fill, tap and decap cells)]
family | count (synthesis) | after routing
compound gates | 121 | 121
xor+xnor | 37 | 37
fa+ha+maj | 34 | 34
buf+inv | 64 | 63
flops | 63 | 63
mux | 2 | 2
simple gates | 209 | 209
[sequential cells by signal, indices dropped and copies added (netlist names)]
signal and flops:
b 30, counter 32, outclk 1
[metal layers]
layer	wire length, microns	vias to the layer above	part of all wire
met5	0	-	0
met4	117	0	0.011
met3	566	10	0.055
met2	4340	98	0.42
met1	5210	1786	0.51
li1	-	1953	-
[final cells by class]
type / instances / area, sq um / area share
multi-input combinational: 403 / 2650 / 0.558
sequential: 63 / 1560 / 0.328
inverter: 37 / 139 / 0.0292
clock buffer: 12 / 135 / 0.0284
tap: 108 / 135 / 0.0284
timing repair buffer: 10 / 87.6 / 0.0184
clock inverter: 4 / 46.3 / 0.00973
[path summary, 6_finish.rpt]
| kind | startpoint | end | slack [ns] | cells past startpoint |
|---|---|---|---|---|
| worst max-delay path | speed_up_event | b[25]$_DFFE_PP_ | 5.57 | 8 |
| worst min-delay path | counter[0]$_SDFF_PP0_ | counter[0]$_SDFF_PP0_ | 0.48 | 1 |
| worst max register to register | b[4]$_DFFE_PP_ | b[13]$_DFFE_PP_ | 7.24 | 5 |
| worst min register to register | counter[0]$_SDFF_PP0_ | counter[0]$_SDFF_PP0_ | 0.48 | 1 |
[Yosys cell counts (all sizes together) (4+ instances only)]
cell and n:
nand3 26, a21oi 30, edfxtp 30, inv 37, ha 34, or4 4
xor2 20, a21o 4, o31ai 4, a311oi 6, dfxtp 33, xnor2 17
nand4 16, nor2 61, nor4 8, and4 4, clkbuf 20, nand2b 5
a211oi 5, or3 5, o221ai 4, nand2 40, o21ai 21, buf 7
a31oi 14, a221oi 9, nor3 17, and3 11, o22ai 7
[power by group]
| part | switching [mW] | leakage, nW | internal (mW) | total, mW |
|---|---|---|---|---|
| registers | 0.0899 | 0.595 | 0.332 | 0.421 |
| logic | 0.151 | 1.11 | 0.103 | 0.254 |
| clock network | 0.101 | 0.0880 | 0.115 | 0.216 |
[through the flow]
stage	area, sq um	cells	hold slack [ns]
5_1_grt	4760	637	0.547
3_5_place_dp	4580	621	0.468
6_report	4760	637	0.482
3_3_place_gp	4580	621	0.458
2_1_floorplan	4500	530	0.441
4_1_cts	4760	637	0.487
No activity file was given, so power comes from the tool's default toggle rates.
