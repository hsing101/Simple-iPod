==> ./design.v <==
module handle_addr(new_kbd_input,clk,rst,start,state,address,finish,edge_trigger);
parameter IDLE = 4'b0_0_00;
parameter SEND_ADDR = 4'b1_0_01;
parameter WAIT = 4'b0_010;
parameter INCREMENT = 4'b0_0_11;
parameter enable = 8'h45;
parameter disable_ = 8'h44;
parameter reset_ = 8'h52;
parameter forward_ = 8'h46;
parameter backwards_ = 8'h42;
input [7:0] new_kbd_input;
input clk,rst;
input finish;  
input edge_trigger;
output signed [3:0] state;
output [22:0] address;
output start;
reg start;
reg [7:0] keyboard_input;
reg signed [22:0] address;
reg [3:0] state;
reg reset_button_pressed;  
wire backwards_flag;
always_ff @(posedge clk or posedge rst) begin 
    if (rst) begin 
        state <= IDLE;
        address<=0;
    end 
    else begin 
        case(state) 
        IDLE :  begin 
            if (edge_trigger)
            state <= SEND_ADDR;
            else state<=IDLE;
        end 
        SEND_ADDR : begin 
            if (address > 23'h7FFFF) address<=0;
            else if (address < 0 ) begin
                 address<= 23'h7FFFF;
                 backwards_flag<=1;
                 state<=WAIT;
            end
            else begin 
                address<=address;
                state<= WAIT;
                backwards_flag<=0;
            end 
        end 
        WAIT : if(finish) state<= INCREMENT;  
               else state<=WAIT;  
        INCREMENT : begin 
            if (((keyboard_input == enable)||(reset_button_pressed)) && (keyboard_input != disable_ ) && (keyboard_input != backwards_)) begin 
            address <= address + 1;
            state<=IDLE;
            end 
            else if (keyboard_input == disable_) begin 
            address <= address;
            reset_button_pressed<=0;
            state<=IDLE;
            end
            else if (keyboard_input == forward_) begin
                address<= address + 1;
                 reset_button_pressed<=0;
                state<=IDLE;
            end 
            else if ((keyboard_input == backwards_)|| (backwards_flag)) begin 
                address<= address - 1;
                 reset_button_pressed<=0;
                state<=IDLE;
            end 
            else if (keyboard_input == reset_) begin 
                    address <=0;
                    reset_button_pressed<=1;
                    state<=IDLE;
            end 
            else begin 
                state <= INCREMENT;
            end 
                end 
        default : state<=IDLE;
         endcase
    end
end
assign start  = state[3];  
always_ff @(posedge clk) begin
    if ((new_kbd_input == enable) || (new_kbd_input == disable_) || (new_kbd_input == reset_)|| (new_kbd_input == forward_)|| ( new_kbd_input == backwards_)) begin
        keyboard_input <= new_kbd_input;
    end
    else keyboard_input<=keyboard_input;
end
endmodule
==> ./run.sh <==
#!/bin/bash
# OpenROAD 26Q1-2900-gdf79404cd8, Yosys 0.63+post, stock flow scripts
make -C /OpenROAD-flow-scripts/flow DESIGN_CONFIG=/design/flow/config.mk WORK_HOME=/design/flow/orfs finish
==> ./config.mk <==
export PLATFORM = sky130hd
export DESIGN_NAME = handle_addr
export DESIGN_NICKNAME = handle_addr
export VERILOG_FILES = /design/flow/design.v
export SDC_FILE = /design/flow/constraint.sdc
export NUM_CORES = 4
export LEC_CHECK = 1
export CORE_UTILIZATION = 30
==> ./constraint.sdc <==
current_design handle_addr

set clk_period 8.0
set clk_io_pct 0.2

create_clock -name clk0 -period $clk_period [get_ports {clk}]

set non_clock_inputs [all_inputs -no_clocks]
set_input_delay [expr $clk_period * $clk_io_pct] -clock clk0 $non_clock_inputs
set_output_delay [expr $clk_period * $clk_io_pct] -clock clk0 [all_outputs]
==> summary.rpt <==
=====================================================================================
CTS Buffer Depth                                                                    2
Initial antenna violation count                                                     0
Chip area                                                                 0.00960 mm²
Number of buffers added for setup after CTS                                         0
Wire length of the first global-routing pass                                  13.3 mm
Main area contributors                                                   sky130_fd_sc_hd__dfrtp_1 24%, sky130_fd_sc_hd__edfxtp_1 11%, sky130_fd_sc_hd__nand3_1 3.8%, sky130_fd_sc_hd__a21oi_1 3.6%, sky130_fd_sc_hd__nand2_1 3.5%
Warnings, synthesis                                                                 4
Total power                                                                    955 µW
Relative area change from synthesis to final layout                             21.9%
Number of global-route vias before repair                                        2626
Routed via count                                                                 2800
Total of cells resized after clock tree synthesis                                   0
Number of distinct library cells after synthesis                                   65
Reg clk slew, reported paths                                                  0.08 ns
Highest clock frequency the design can meet                                 0.299 GHz
Start point of the worst hold path                                       state[1]$_DFFE_PP0P_
Count of clock tree sinks                                                          36
Post-synth ARST share                                                           0.722
Slack of the worst reg-to-reg path                                            4.65 ns
Core occupancy in the finished layout                                           0.382
Core Footprint                                                            0.00881 mm²
Number of buffers created by CTS                                                    5
Synth Instances                                                                   340
Unrepaired setup endpoints after global routing                                 false
Vias per Instance                                                                5.91
Global router's overall resource usage                                          0.176
CTS H-tree depth                                                                    2
Yosys-reported design area after synthesis                                0.00276 mm²
Final worst slack                                                             4.65 ns
Depth of the worst register-to-register path                                        6
Number of stages on the worst hold path                                             1
Max Cap Violations                                                                  0
GP Congestion                                                                   0.919
Max Fanout on Critical Path                                                        33
Clock Skews                                                                0.00802 ns
Dominant register cell in the synthesized netlist                        sky130_fd_sc_hd__dfrtp_1
Final ANT Viol Nets                                                                 0
Flip-flops with a built-in enable                                                  10
Count of input and output buffers                                                  38
Largest net degree at the start of global routing                                  34
Final count of negative-setup-slack endpoints                                       0
Hold path endpoint                                                       state[3]$_DFFE_PP0P_
Startpoint Class                                                                 flop
Number of max-slew violations in the final report                                   0
Power per cell area                                                        284 mW/mm²
Number of hold violations in the final report                                       0
Aggregate routed wire length                                                  8.06 mm
DP HPWL                                                                       5.66 mm
Total DRC errors in the routed layout                                               0
Number of cells in the yosys synthesis report                                     340
Share of the core filled by cells before placement                              0.314
Status                                                                   finished, final reports clean
Worst slack at placement                                                      4.44 ns
Leakage component of the power                                             0.00122 µW
Aggregate negative setup slack                                                   0 ns
Register share after synthesis                                                  0.344
Dominant cell type by area after synthesis                               sky130_fd_sc_hd__dfrtp_1
Vertical die dimension                                                        98.0 µm
Reg-to-Reg End                                                           address[15]$_DFFE_PP0P_
Clock latency of the later-clocked register in the worst-skew pair            0.29 ns
Number of iterations in the first detailed-routing pass                            15
Placed cell areas                                                         0.00321 mm²
Max-slew headroom                                                               0.373
Required time at the endpoint of the critical path                            8.17 ns
Count of routing violations after the opening detailed-route iteration            160
Clock tree from TritonCTS                                                        done
CP endpoint kind                                                                 flop
Hold-fix buffers, CTS                                                               0
Buffer type at the clock tree root                                       sky130_fd_sc_hd__clkbuf_8
Per-cell routed wire length                                                   17.0 µm
Chip width                                                                    98.0 µm
Number of top-level pins                                                           40
Cell area after synthesis                                                 0.00276 mm²
Min-delay worst type                                                          reg2reg
Post-layout instance area                                                 0.00337 mm²
Worst endpoint data arrival time                                              3.52 ns
Minimum clock period after layout                                             3.35 ns
Launching point of the worst reg2reg path                                keyboard_input[5]$_DFFE_PP_
Worst vdd ir                                                               0.000109 V
Fraction of layout cells with a size suffix above 1                            0.0738
Tool warnings                                                                      26
Number of standard-cell rows in the floorplan                                      34
Seq cells post-synth                                                               36
Tightest Pin Transition                                                      0.934 ns
Diode count                                                                         0
Final Cycle Share                                                               0.418
Post-synthesis average cell area                                             8.13 µm²
Timing startpoint of the critical path                                   keyboard_input[5]$_DFFE_PP_
Total global routing overflow                                                       0
Synth top area share                                                            0.236
Category of the most critical setup path                                      reg2reg
=====================================================================================
-- where the power goes --
part	switching (µW)	internal (µW)	leakage, µW
combinational	203	199	0.000695
sequential	96.9	232	0.000442
clock	67.9	156	0.0000784
total	368	587	0.00122
-- critical path: stages (launching register included) --
cell                       delay [ns]
sky130_fd_sc_hd__edfxtp_1        0.41
sky130_fd_sc_hd__or4b_1          0.70
sky130_fd_sc_hd__o21ai_1         0.29
sky130_fd_sc_hd__nand3_2         0.57
sky130_fd_sc_hd__o21ai_1         0.97
sky130_fd_sc_hd__or4_1           0.22
sky130_fd_sc_hd__o21ai_0         0.07
-- registers in the layout, summed over array words and instances, names as in the netlist --
name / cells
keyboard_input: 8
backwards_flag: 1
state: 3
reset_button_pressed: 1
address: 23
-- layout by cell type (no fill, tap or decap), drive strengths merged, types with 3 or more instances in the layout --
cell / instances
clkdlybuf4s50: 38
nand2: 26
nor2: 26
dfrtp: 26
nand3: 22
o21ai: 22
a21oi: 20
nor3: 14
inv: 12
nand4: 11
a31oi: 11
edfxtp: 10
or4: 8
nor4: 8
or3: 7
buf: 7
and3: 6
a211o: 6
clkbuf: 5
nand2b: 4
mux2i: 4
o22ai: 4
nor2b: 4
nor4b: 3
and4: 3
o2111ai: 3
nand4b: 3
o211ai: 3
bufinv: 3
or4b: 3
-- logic make-up after synthesis --
logic type,share of synthesized area
AND/OR/NAND/NOR,0.317
adder cells (fa/ha/maj),0.00906
buffers and inverters,0.0607
flip-flops,0.344
other,0.00136
AND-OR/OR-AND,0.243
multiplexers,0.0186
XOR/XNOR,0.00634
-- layer usage --
layer / share of wire / global-route usage
met3: 0.070 / 0.0247
met5: 0 / 0
met1: 0.45 / 0.260
met4: 0.021 / 0.0490
met2: 0.45 / 0.274
-- cells in the mapped netlist (all sizes together) (3+ instances only) --
cell / n
nor2: 26
and4: 3
buf: 9
and3: 6
nand3: 22
nor2b: 4
or4b: 3
o211ai: 3
or4: 8
mux2i: 4
nor4b: 3
a31oi: 11
nor4: 8
o22ai: 4
nor3: 14
o21ai: 22
clkbuf: 18
a21oi: 20
nand4: 11
nand2: 26
edfxtp: 10
inv: 12
a211o: 6
or3: 7
nand2b: 4
nand4b: 3
dfrtp: 26
o2111ai: 3
-- worst max-delay path by stage --
stage / endpoint
CTS: address[15]$_DFFE_PP0P_
global route: address[15]$_DFFE_PP0P_
finish: address[15]$_DFFE_PP0P_
-- final cells by class --
cell class                 instances  area [µm²]
clock buffer                       5        68.8
clock inverter                     3        90.1
fill                             863        5440
inverter                          12        45.0
multi-input combinational        265        1640
sequential                        36         951
tap                              108         135
timing repair buffer              45         433
-- metrics by stage --
step | hold WS (ns) | std cells
6_report | 0.549 | 474
4_1_cts | 0.554 | 474
5_1_grt | 0.588 | 474
3_3_place_gp | 0.537 | 466
2_1_floorplan | 0.482 | 340
3_5_place_dp | 0.543 | 466
Power and IR drop assume default switching activity.
